`constraint.sdc`:
```
current_design bitonic

set clk_period 135.2
set clk_io_pct 0.2

create_clock -name clk0 -period $clk_period

set non_clock_inputs [all_inputs -no_clocks]
set_input_delay [expr $clk_period * $clk_io_pct] -clock clk0 $non_clock_inputs
set_output_delay [expr $clk_period * $clk_io_pct] -clock clk0 [all_outputs]
```
`config.mk`:
```
export PLATFORM = sky130hd
export DESIGN_NAME = bitonic
export DESIGN_NICKNAME = bitonic
export VERILOG_FILES = /design/flow/design.v
export SDC_FILE = /design/flow/constraint.sdc
export NUM_CORES = 4
export LEC_CHECK = 1
export CORE_UTILIZATION = 40
```
`design.v`:
```
`timescale 1ns / 1ps
module bitonic(
        input [7:0][31:0] original_list_i
        , output [7:0][31:0] sorted_list_o
    );
logic [7:0][31:0] buffer_list;
assign sorted_list_o = buffer_list;
function automatic void compare_and_swap(
    inout logic [31:0] a,
    inout logic [31:0] b
);
    logic [31:0] temp;
    if (a > b) begin
        temp = a;
        a = b;
        b = temp;
    end
endfunction
always_comb begin
    buffer_list = original_list_i;
    compare_and_swap(buffer_list[0], buffer_list[1]);  
    compare_and_swap(buffer_list[3], buffer_list[2]);  
    compare_and_swap(buffer_list[4], buffer_list[5]);  
    compare_and_swap(buffer_list[7], buffer_list[6]);  
    compare_and_swap(buffer_list[0], buffer_list[2]);  
    compare_and_swap(buffer_list[1], buffer_list[3]);  
    compare_and_swap(buffer_list[6], buffer_list[4]);  
    compare_and_swap(buffer_list[7], buffer_list[5]);  
    compare_and_swap(buffer_list[0], buffer_list[1]);  
    compare_and_swap(buffer_list[2], buffer_list[3]);  
    compare_and_swap(buffer_list[5], buffer_list[4]);  
    compare_and_swap(buffer_list[7], buffer_list[6]);  
    compare_and_swap(buffer_list[0], buffer_list[4]);  
    compare_and_swap(buffer_list[1], buffer_list[5]);  
    compare_and_swap(buffer_list[2], buffer_list[6]);  
    compare_and_swap(buffer_list[3], buffer_list[7]);  
    compare_and_swap(buffer_list[0], buffer_list[2]);  
    compare_and_swap(buffer_list[1], buffer_list[3]);  
    compare_and_swap(buffer_list[4], buffer_list[6]);  
    compare_and_swap(buffer_list[5], buffer_list[7]);  
    compare_and_swap(buffer_list[0], buffer_list[1]);  
    compare_and_swap(buffer_list[2], buffer_list[3]);  
    compare_and_swap(buffer_list[4], buffer_list[5]);  
    compare_and_swap(buffer_list[6], buffer_list[7]);  
end
endmodule
```
`run.sh`:
```
#!/bin/bash
# OpenROAD 26Q1-2900-gdf79404cd8, Yosys 0.63+post, stock flow scripts
make -C /OpenROAD-flow-scripts/flow DESIGN_CONFIG=/design/flow/config.mk WORK_HOME=/design/flow/orfs finish
```
==> flow_summary_export.csv <==
group,metric,value,unit
worst_setup_path,worst_setup_path_startpoint,"original_list_i[222]",
synth,synth_xor_xnor_area_share,0.00308,
floorplanning,core_region_area,90300,sq um
routing,detail_route.wirelength.met1,75.6,mm
finish,layout.area.seq,0,sq um
synth,yosys.area_share.adder,0.258,
timing,timing_hold_violations_final,0,
global_route,grt_pass1_vias,33600,
routing,route.antenna.remaining_nets,0,
min_path,hold_path_startpoint,"original_list_i[25]",
placed_design,port_buffer_cells,512,
worst_setup_path,cp-end-kind,"output port",
routing,dr_total_vias,36900,
synth,area_leaders,"sky130_fd_sc_hd__mux2i_1, sky130_fd_sc_hd__ha_1, sky130_fd_sc_hd__inv_1",
worst_setup_path,number_of_buffer_and_inverter_instances_along_the_worst_setup_path,19,
floorplanning,floorplan.initialDensity,0.405,
clocking,post_cts_resize_count,0,
global_route,global_route.usage.total,0.338,
run_status,result_of_the_run,"completed",
synth,ys_warn_count,1,
worst_setup_path,critical-path-top-delay-family,"AND-OR/OR-AND gates",
global_route,grt_first_pass_wirelength,227,mm
routing,routed-wl-met2,67.9,mm
synth,post_synth.cell_area_avg,7.71,sq um
routing,drt_first_pass_iters,6,
timing,finalWorstPathRequiredPeriod,77300,ps
worst_setup_path,crit_path_max_fanout,47,
floorplanning,die-width,304,um
synth,post_synth_main_logic_family,"multiplexers",
finish,area_growth,17.5,%
worst_setup_path,crit_path_top_delay_cell,"sky130_fd_sc_hd__mux2i_1",
synth,synth.cellmix.simpleShare,0.110,
worst_setup_path,crit_path_top_cell_by_count,"sky130_fd_sc_hd__buf_4",
timing,max-slew-margin-rel,0.295,
routing,wl_met3,12.2,mm
worst_setup_path,timing.critical_path.arrival,50260,ps
synth,yosys_cells,4736,
synth,synth_cell_types,89,
finish,mostFrequentLayoutCells,"sky130_fd_sc_hd__mux2i_1, sky130_fd_sc_hd__inv_1, sky130_fd_sc_hd__ha_1",
worst_setup_path,cp-start-kind,"input port",
global_route,grt_start_max_net_pins,63,
routing,wl_per_cell,25.3,um
synth,synth_top_cell_by_area,"sky130_fd_sc_hd__mux2i_1",
routing,top_layer,"met5",
placed_design,detailed_place_hpwl,146,mm
synth,ys_area,36500,sq um
floorplanning,dieArea,92500,sq um
synth,ys_sh_aoi,0.145,
worst_setup_path,cp_slowest_stage_delay,700,ps
routing,vias_per_std_cell,5.86,
run,log.warning_count,32,
routing,diodes,0,
finish,clock_buffers,0,
routing,final_routed_wirelength,159,mm
floorplanning,placement_rows,110,
synth,synth.mux.area_fraction,0.381,
timing,totalNegativeSetupSlack,0,ps
clocking,cts_post_setup_buffers_inserted,0,
synth,synthCells,4736,
run,maxCapViolations,0,
timing,setup_violations_final,0,
synth,yosys.area.top_type_share,0.374,
worst_setup_path,worst-setup-path-type,"in2out",
routing,drc_errors_left,0,
timing,rsz0062_at_grt,"false",
placed_design,gp_congestion,1.07,
worst_setup_path,crit_required,108160,ps
min_path,hold_path.class,"in2out",
global_route,grt_antenna_before_repair,3,
synth,mappedNetlistArea,36500,sq um
routing,drtIter0Drc,2754,
timing,max_clock_freq,12.9,MHz
finish,final_layout_top_logic_cell,"sky130_fd_sc_hd__mux2i_1",
clocking,cts_hold_buf,0,
timing,period_used_share,0.572,
timing,worst_slew_pin_tran,1030,ps
floorplanning,top_level_ports,512,
finish,seq_cell_count,0,
global_route,gr-total-overflow,0,
synth,ys_seq_share,0,
floorplanning,vertical_die_dimension,304,um
finish,layout-drive-gt1-share,0.0248,
timing,worst_hold_margin,56210,ps
timing,slew_limit_fails,0,
[metrics by stage]
stage          std cells   util  setup WS, ps  instance area (sq um)
6_report            6301  0.475         57900                  42900
5_1_grt             6301  0.475         56550                  42900
4_1_cts             6301  0.475         58060                  42900
3_5_place_dp        6301  0.475         58090                  42900
3_3_place_gp        6301  0.475         58280                  42900
2_1_floorplan       4736      -         64620                  36500
[cells in the mapped netlist (19+ instances only)]
cell type	count
sky130_fd_sc_hd__mux2i_1	1366
sky130_fd_sc_hd__inv_1	781
sky130_fd_sc_hd__ha_1	748
sky130_fd_sc_hd__a21oi_1	375
sky130_fd_sc_hd__nor2_1	238
sky130_fd_sc_hd__a21o_1	160
sky130_fd_sc_hd__nand4_1	146
sky130_fd_sc_hd__o21ai_0	129
sky130_fd_sc_hd__nand2_1	97
sky130_fd_sc_hd__buf_1	69
sky130_fd_sc_hd__nor2b_1	68
sky130_fd_sc_hd__clkbuf_1	67
sky130_fd_sc_hd__nand2b_1	62
sky130_fd_sc_hd__nand3_1	53
sky130_fd_sc_hd__nor3_1	33
sky130_fd_sc_hd__buf_2	22
sky130_fd_sc_hd__o21a_1	19
[logic make-up (layout without fill, tap and decap cells)]
| group | after synthesis | after routing |
|---|---|---|
| AND/OR/NAND/NOR | 778 | 778 |
| multiplexers | 1384 | 1384 |
| XOR/XNOR | 12 | 12 |
| AND-OR/OR-AND | 852 | 852 |
| buffers and inverters | 957 | 1346 |
| adder cells (fa/ha/maj) | 753 | 753 |
[path summary, 6_finish.rpt]
kind	cells after the start	endpoint
worst min-delay path	8	sorted_list_o[153]
worst max-delay path	84	sorted_list_o[49]
[metal layers]
metal,up-vias,GRT usage
met1,17500,0.505
li1,17900,-
met4,4,0.0578
met2,1330,0.521
met3,120,0.0454
met5,-,0
[area by class of cell]
class	count	area, sq um
fillers	9007	47400
multi-input cells	3779	33000
repair buffers	565	5520
inverters	781	2930
well taps	1176	1470
